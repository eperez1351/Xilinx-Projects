==> /design/flow/design.v <==
`timescale 1ns / 1ps
module statemachine(
    input ck,
    input p,
    input [3:0] w,
    output reg ce,
    output reg enter,
    output reg bs,
    output reg ss,
    output reg load,
    output reg updw,
	 output reg reset
    );
	parameter chequearP = 4'b0000;
   parameter valordeW = 4'b0001;
   parameter cargarreg = 4'b0010;
   parameter rst = 4'b0011;
   parameter entertecla = 4'b0100;
   parameter ld = 4'b0101;
   parameter backs = 4'b0110;
   parameter sos = 4'b0111;
	parameter up_dw = 4'b1000;
   reg [3:0] ea = chequearP;
   always@(posedge ck)
         case (ea)
            chequearP : begin
               if (p)
                  ea <= valordeW;
               else
                  ea <= chequearP;
     ce<=1'b0;
     enter<=1'b0;
     bs<=1'b0;
     ss<=1'b0;
     load<=1'b0;
     updw<=1'b0;
     reset<=1'b0;
            end
            valordeW : begin
               if (w<=4'h9)
                  ea <= cargarreg;
               else if (w==4'hA)
                  ea <= rst;
               else if (w==4'hB)
                  ea <= entertecla;
					else if (w==4'hc)
                  ea <= ld;
					else if (w==4'hd)
                  ea <= backs;
					else if (w==4'he)
                  ea <= sos;
					else if (w==4'hf)
                  ea <= up_dw;
     ce<=1'b0;
     enter<=1'b0;
     bs<=1'b0;
     ss<=1'b0;
     load<=1'b0;
     updw<=1'b0;
     reset<=1'b0;    
            end
            cargarreg : begin
	  ea<=4'b0000;
     ce<=1'b1;
     enter<=1'b0;
     bs<=1'b0;
     ss<=1'b0;
     load<=1'b0;
     updw<=1'b0;
     reset<=1'b0;
            end
            rst : begin
				if(p)
				ea<=4'b0000;
				else
				ea<=rst;
     ce<=1'b0;
     enter<=1'b0;
     bs<=1'b0;
     ss<=1'b0;
     load<=1'b0;
     updw<=1'b0;
     reset<=1'b1;
            end
            entertecla : begin
				if(!p)
				ea<=entertecla;
				else
               ea <= chequearP;
     ce<=1'b0;
     enter<=1'b1;
     bs<=1'b0;
     ss<=1'b0;
     load<=1'b0;
     updw<=1'b0;
     reset<=1'b0;
            end
            ld : begin
				if(!p)
				ea<=ld;
				else
               ea <= chequearP;
     ce<=1'b0;
     enter<=1'b0;
     bs<=1'b0;
     ss<=1'b0;
     load<=1'b1;
     updw<=1'b0;
     reset<=1'b0;
            end
            backs : begin
				if(p)
				 ea <= chequearP;
				 else
				 ea<=backs;
     ce<=1'b1;
     enter<=1'b0;
     bs<=1'b1;
     ss<=1'b0;
     load<=1'b0;
     updw<=1'b0;
     reset<=1'b0;
            end
            sos : begin
				if(p)
               ea <= chequearP;
					else 
					ea<=sos;
     ce<=1'b0;
     enter<=1'b0;
     bs<=1'b0;
     ss<=1'b1;
     load<=1'b0;
     updw<=1'b0;
     reset<=1'b0;
            end
				 up_dw : begin
				 if (p)
               ea <= chequearP;
					else
					ea<=up_dw;
     ce<=1'b0;
     enter<=1'b0;
     bs<=1'b0;
     ss<=1'b0;
     load<=1'b0;
     updw<=1'b1;
     reset<=1'b0;
            end
            default : begin   
     ea <= chequearP;
     ce<=1'b0;
     enter<=1'b0;
     bs<=1'b0;
     ss<=1'b0;
     load<=1'b0;
     updw<=1'b0;
     reset<=1'b0;
            end
          endcase
endmodule
==> /design/flow/run.sh <==
#!/bin/bash
# OpenROAD 26Q1-2900-gdf79404cd8, Yosys 0.63+post, stock flow scripts
make -C /OpenROAD-flow-scripts/flow DESIGN_CONFIG=/design/flow/config.mk WORK_HOME=/design/flow/orfs finish
==> /design/flow/config.mk <==
export PLATFORM = sky130hd
export DESIGN_NAME = statemachine
export DESIGN_NICKNAME = statemachine
export VERILOG_FILES = /design/flow/design.v
export SDC_FILE = /design/flow/constraint.sdc
export NUM_CORES = 4
export LEC_CHECK = 1
export CORE_AREA = 10 10 70 70
export DIE_AREA = 0 0 80 80
==> /design/flow/constraint.sdc <==
current_design statemachine

set clk_period 2.1
set clk_io_pct 0.2

create_clock -name clk0 -period $clk_period [get_ports {ck}]

set non_clock_inputs [all_inputs -no_clocks]
set_input_delay [expr $clk_period * $clk_io_pct] -clock clk0 $non_clock_inputs
set_output_delay [expr $clk_period * $clk_io_pct] -clock clk0 [all_outputs]
==> ci_impl_report.md <==
### Metrics collected by this job

| Metric | Value |
|---|---|
| Tot GR Track Use | 0.0286 |
| Vias per cell | roughly 3.4 |
| Post-Layout Inst Area | about 660 sq um |
| Arrival time at the worst endpoint | 1.04 ns |
| Synthesized cell area | between 400 and 500 sq um |
| IO Pins | 13 |
| Post-CTS sizing | 0 |
| Unrepaired setup endpoints after global routing | no |
| CTS tree | built |
| Setup crit end kind | output pin |
| Clk slew on worst S/H paths | roughly 0.060 ns |
| Slew Limit Fails | 0 |
| Final Hold Violation Tally | 0 |
| Post-synth ARST share | 0 |
| Wl on met1 | approximately 450 microns |
| Antenna violations before repair | 0 |
| PD cells | roughly 650 nW/um^2 |
| Antenna cells | 0 |
| Drt first-iter violations | 20 |
| Worst path slowest cell | clkdlybuf4s50_1 |
| CTS Buffer Depth | 2 |
| Post-synth top flop | dfxtp_1 |
| Area Overhead vs Synth | 48.2% |
| Core Rows | 21 |
| Fin Setup TNS | 0 ns |
| Clock Sinks | 11 |
| Final min period | 1.46 ns |
| Clock power share | 0.321 |
| Area leader share | 0.314 |
| Met3 Wirelength | between 150 and 200 microns |
| Setup repair bufs after CTS | 0 |
| Worst-path cell chain | clkdlybuf4s50_1 |
| Post-synth top area cell | dfxtp_1 |
| Int Pwr | roughly 0.34 mW |
| First-pass GRT wire length | approximately 1500 microns |
| Synth Instances | about 40 |
| DIE HEIGHT | 80 microns |
| CORE AREA | roughly 3400 sq um |
| Flop pwr share | 0.567 |
| Overall Power | 0.430 mW |
| Metal2 WL | 259 microns |
| Peak VDD IR | between 0.3 and 0.4 mV |
| Final worst setup slack | around 0.64 ns |
| Share of layout cells above drive strength 1 | 0.0847 |
| Top delay family on crit path | buffers and inverters |
| Post-synth regs | 11 |
| Clock skew | between 0.0007 and 0.0008 ns |
| Final WL | a little under 900 microns |
| Switching pwr | approximately 0.095 mW |
| Status | completed |
| Crit Path Max Fanout | 1 |
| # DRC | 0 |
| Syn Area/Cell | ~11 sq um |
| Crit-path max cell delay | 0.46 ns |
| Crit Path Class | reg2out |
| Top cells by area | dfxtp_1 (31%), edfxtp_1 (27%), nor4b_4 (5.3%) |
| Worst Hold Class | reg2reg |
| GP Congestion | 0.739 |
| Static Leak | between 0.2 and 0.25 nW |
| Unique masters post-synth | 20 |
| Placed Area | 636 sq um |
| Top cells by count | dfxtp_1 (7), edfxtp_1 (4), nor2_1 (4) |
| OpenROAD warning count | 25 |
| DP Wirelength | around 700 microns |
| CP Launch Type | register |
| Peak Freq | about 690 MHz |
| Final period utilization | 0.695 |
| Synthesis warning total | 1 |
| Net Sw Frac | 0.221 |
| Wire per inst | approximately 8.3 microns |
| Die Wd | about 80 microns |
| Largest net degree at the start of global routing | 9 |
| GRT overflow | 0 |
| Effective utilization at floorplan | 0.131 |
| Vias in the first global route | between 300 and 400 |
| Ys cells | 40 |
| Post-place setup slack | about 0.55 ns |
| Count of buffers from port buffering | 12 |
| Logic pwr share | 0.111 |
| Synth top cell by count | dfxtp_1 |
| Htree depth | 1 |
| Die area | 6400 sq um |
| Max Used Layer | met3 |
| Antenna Violating Nets Remaining | 0 |
| Sequential area share after synthesis | 0.583 |
| Final setup fails | 0 |
| Req. time, crit path | 1.68 ns |
| First drt pass iteration count | 4 |
| EDFF count, synth | 4 |
| Num CTS Buffers | 3 |
| Final core occ | 0.194 |
| Yosys stat area | between 400 and 500 sq um |
| Routed via count | between 300 and 400 |
| Worst Path Buf+Inv | 1 |
| Max-Cap Viols | 0 |
| Cts-stage hold buffer count | 0 |
| Root Driver | clkbuf_4 |
| Clk ins delay skew pair | around 0.26 ns |
flip-flops by register name, summed over array words and instances (netlist names):
register,cells
reset,1
updw,1
bs,1
ea,4
ss,1
load,1
ce,1
enter,1
layout make-up:
type                            instances  area (sq um)
Sequential cell                        11           260
Inverter                                1          3.75
Tap cell                               46          57.6
Timing Repair Buffer                   12           120
Fill cell                             385          2750
Clock buffer                            4          26.3
Multi-Input combinational cell         31           194
per-stage QoR:
stage / hold slack, ns / cells
final: 0.613 / 105
after detailed placement: 0.591 / 101
after global routing: 0.654 / 105
after floorplan: 0.539 / 43
after CTS: 0.610 / 105
after global placement: 0.590 / 101
worst paths after layout:
kind / cells after the start / to / startpoint / slack [ns]
min: 1 / enter$_DFF_P_ / ea[0]$_DFFE_PP_ / 0.61
min reg2reg: 1 / enter$_DFF_P_ / ea[0]$_DFFE_PP_ / 0.61
max reg2reg: 3 / ea[0]$_DFFE_PP_ / ea[1]$_DFFE_PP_ / 0.64
max: 1 / reset / reset$_DFF_P_ / 0.64
layer usage:
| layer | GRT usage | vias up |
|---|---|---|
| li1 | - | 184 |
| met1 | 0.0411 | 156 |
| met2 | 0.0329 | 17 |
| met3 | 0.0239 | 0 |
| met4 | 0 | 0 |
| met5 | 0 | - |
cell families (layout without fill, tap and decap cells):
logic type | count (synthesis) | in the layout | share of synthesized area
other cells | 1 | 4 | 0.00840
buf+inv | 1 | 17 | 0.00840
simple gates | 20 | 20 | 0.277
compound gates | 5 | 5 | 0.0812
flops | 11 | 11 | 0.583
mux | 1 | 1 | 0.0224
xor+xnor | 1 | 1 | 0.0196
power groups by stage:
stage / clock network, mW / registers, mW / logic [mW]
4_1_cts: 0.142 / 0.244 / 0.0485
5_1_grt: 0.152 / 0.246 / 0.0542
6_report: 0.138 / 0.244 / 0.0479
layout by cell type (no fill, tap or decap), types with 2 or more instances in the layout:
master	count
edfxtp_1	4
o22ai_1	2
nor3_1	3
nand3_1	3
nor2_1	4
conb_1	4
clkbuf_4	3
nand2_1	3
dfxtp_1	7
nand2b_1	2
clkdlybuf4s50_1	12
No activity file was given, so power comes from the tool's default toggle rates.
