==> design.v <==
module key44
(
	code      ,
	col       ,
	valid     ,
	row       ,
	sys_clk   ,
	rst  
);
output  [3:0]  col     ;
output         valid   ;
output  [3:0]  code    ;
input   [3:0]  row     ;
input          sys_clk,rst ;
reg     [3:0]  col,code;
reg     [5:0]  state,next_state;
parameter  S_0 = 6'b000001,
           S_1 = 6'b000010,
           S_2 = 6'b000100,
           S_3 = 6'b001000,
           S_4 = 6'b010000,
           S_5 = 6'b100000;
reg        S_row ; 
reg [3:0] count,row_reg,col_reg;
reg       clk2,clk4;
reg [4:0] Mega_cnt;
wire      clk;
always @( posedge sys_clk, negedge rst )
begin
	if(!rst)	Mega_cnt<=0;
	else		Mega_cnt<=Mega_cnt+1;
end
assign clk = Mega_cnt[4];
always @( posedge clk )
clk2 <= ~clk2;
always @( posedge clk2 )
clk4 <= ~clk4;
always @( posedge clk4, negedge rst )
if(!rst)
	begin
		count <= 0;
		S_row <= 0;
	end
else
	begin
		if(!(row[0]&row[1]&row[2]&row[3]))
			begin
				if(count < 'd4)	count <= count + 1;		 
				else			S_row <= 1;
			end
		else if((state == S_0) || (state == S_5))
			begin
				count <= 0;
				S_row <= 0;
			end
	end
assign valid = ((state == S_1)||(state == S_2)||(state == S_3)||(state == S_4)) &&  (!(row[3]&row[2]&row[1]&row[0]));
always @( negedge clk )
if( valid )
	begin
		row_reg <= row ;
		col_reg <= col ;
	end
always @( row_reg, col_reg, clk )
	case( {row_reg,col_reg} )
		8'B1110_1110: code = 4'hd;
		8'B1110_1101: code = 4'h9;
		8'B1110_1011: code = 4'h5;
		8'B1110_0111: code = 4'h1;
		8'B1101_1110: code = 4'he;
		8'B1101_1101: code = 4'ha;
		8'B1101_1011: code = 4'h6;
		8'B1101_0111: code = 4'h2;
		8'B1011_1110: code = 4'hf;
		8'B1011_1101: code = 4'hb;
		8'B1011_1011: code = 4'h7;
		8'B1011_0111: code = 4'h3;
		8'B0111_1110: code = 4'h0;
		8'B0111_1101: code = 4'hc;
		8'B0111_1011: code = 4'h8;
		8'B0111_0111: code = 4'h4;
		default		: code = 4'h0;
	endcase
always @( posedge clk4, negedge rst )
	if( !rst )
		state <= S_0 ;
	else
		state <= next_state ;
always @( state, row, S_row )
begin
	col = 0;
	case( state )
	S_0 :  begin
			col = 4'b0000;
			if(S_row)	next_state = S_1;
			else		next_state = S_0;
		end
	S_1 :  begin
			col = 4'b1110;
			if(row!='hf)	next_state = S_5;
			else			next_state = S_2;
		end
	S_2 :  begin
			col = 4'b1101;
			if(row!='hf)	next_state = S_5;
			else			next_state = S_3;
		end 
	S_3 :  begin
			col = 4'b1011;
			if(row!='hf)	next_state = S_5;
			else			next_state = S_4;
		end  
	S_4 :  begin
			col = 4'b0111;
			if(row!='hf)	next_state = S_5;
			else			next_state = S_0;
		end  
	S_5 :  begin
			col = 4'b0000;
			if(row == 4'b1111) 	next_state = S_0;
			else 				next_state = S_5;
		end
	default: next_state = S_0;
	endcase
end
endmodule
==> run.sh <==
#!/bin/bash
# OpenROAD 26Q1-2900-gdf79404cd8, Yosys 0.63+post, stock flow scripts
make -C /OpenROAD-flow-scripts/flow DESIGN_CONFIG=/design/flow/config.mk WORK_HOME=/design/flow/orfs finish
==> config.mk <==
export PLATFORM = sky130hd
export DESIGN_NAME = key44
export DESIGN_NICKNAME = key44
export VERILOG_FILES = /design/flow/design.v
export SDC_FILE = /design/flow/constraint.sdc
export NUM_CORES = 4
export LEC_CHECK = 1
export CORE_AREA = 10 10 100 100
export DIE_AREA = 0 0 110 110
==> constraint.sdc <==
current_design key44

set clk_period 1.1
set clk_io_pct 0.2

create_clock -name clk0 -period $clk_period [get_ports {sys_clk}]

set non_clock_inputs [all_inputs -no_clocks]
set_input_delay [expr $clk_period * $clk_io_pct] -clock clk0 $non_clock_inputs
set_output_delay [expr $clk_period * $clk_io_pct] -clock clk0 [all_outputs]
==> metrics.yaml <==
outcome:
  status: "finished, final reports clean"
final_layout:
  largest_reg_flops: 6
  lay_top_cells: "dfrtp_1, clkdlybuf4s50_1, inv_1, edfxtp_1, buf_4"
  final_layout_size_suffix_gt1_share_pct: 16.5
  reg_top3: "state: 6 flops, Mega_cnt: 5 flops"
  lay_top_count: "dfrtp_1"
  fillers: 842
  syn_to_final_growth_pct: 29.0
  utilization_pct: 19.8
  regMostFlops: "state"
routing:
  dr.first_iter.drc_count: 31
  vias_per_cell: 3.69
  wire_per_inst_um: 9.65
  drt_wl_total_um: 2210
  vias: 846
  drc_errors: 0
  n_antenna_cell: 0
  dr.pass1.iters: 4
  ant_nets: 0
global_route:
  grtUsageTotal_pct: 3.83
  gr-total-overflow: 0
  antenna_found_initial: 0
  grt_pass1_vias: 836
  grt_pass1_wl_um: 3850
  grt_max_degree: 13
final_timing:
  clock_skew_ns: 0.00427
  period_needed_ns: 1.04
  finalSetupViolations: 0
  fin_crit_sh_pct: 94.9
  finalHoldViolCount: 0
  unclocked_regs: 21
  fmax_mhz: 958
  tightest_slew_ns: 0.519
  unconstrained_endpoints: 37
  rsz0062_at_grt: "false"
  slew_headroom_pct: 65.1
  tns_ns: 0
  whs_ns: 0.236
  slew_viol_final: 0
pwr:
  power_density_nw_per_um2: 371
  ir_drop_uv: 1110
  power_leakage_uw: 0.000630
setup_path:
  cp.arrival_ns: 0.82
  critPathSlowestCell: "clkdlybuf4s15_1"
  worst-setup-path-type: "input port to output port"
  cp_num_buf_inv: 2
  critPathRequiredTime_ns: 0.88
  crit_family: "simple AND/OR/NAND/NOR gates"
  crit_chain: "clkdlybuf4s15_1 > nand4_1 > and2_4 > buf_6"
  cp_num_cells: 4
  path_max_fanout: 2
  end_kind: "output port"
  cpPeakStageDelay_ns: 0.18
  crit_path_start_kind: "input port"
  ff2ff_path_depth: 3
floorplan:
  fp-utilization_pct: 15.3
  die_h_um: 110
  io_pins: 15
  die_w_um: 110
  floorplan.die_area_um2: 12100
  rows: 32
  core_um2: 7810
yosys:
  synthesis.instances: 104
  synth_seq_share_pct: 56.9
  ys_area_um2: 1200
  xor_share_pct: 4.39
  ys_sh_adder_pct: 2.09
  netlist_area_um2: 1200
  yosysWarnings: 1
  yosys.area_share.aoi_pct: 12.0
  yosysUniqueCellTypes: 39
  syn_area_per_cell_um2: 11.5
  topCombFamilyByArea: "simple AND/OR/NAND/NOR gates"
  synthMuxAreaShare_pct: 0
  yosys.area_share.simple_pct: 19.2
  synth_stat.cells: 104
  ys_seq_elements: 26
run:
  maxCapViolCount: 0
  warning_count: 25
clock_network:
  htree_levels: 1
  clock_latency_ns: 0.22
  cts-root-buf: "clkbuf_8"
  cts_buffers: 3
  cts_tree: "built"
  clockBufferDepth: 2
  path_clk_slew_ns: 0.04
place:
  finalWeightedCongestion: 0.877
  portBuffers: 14
  place_hpwl_um: 1790
worst_hold_path:
  min_path_type: "input port to asynchronous set/reset pin"
[per-stage QoR]
stage	instance area [um2]	total power, uW	std cells	setup WS [ns]
floorplan	1200	195	104	0.239
finish	1550	574	229	0.0560
detailed placement	1490	246	224	-0.625
CTS	1550	586	229	0.00781
global placement	1490	245	224	-0.628
global route	1550	610	229	0.00152
[report_power, final]
part | switching, uW | internal (uW) | leakage [uW]
clock | 86.0 | 248 | 0.0000228
combinational | 24.0 | 27.6 | 0.000316
sequential | 0 | 188 | 0.000291
total | 110 | 464 | 0.000630
[cells in the mapped netlist]
master	number	area, um2
dfrtp_1	15	375
edfxtp_1	8	240
inv_1	8	30.0
and2_1	6	37.5
nand2_1	6	22.5
nand3_1	5	25.0
o21ai_0	5	25.0
or3_1	5	31.3
xnor2_1	5	43.8
nor2_1	3	11.3
nor3_1	3	15.0
a32o_1	2	20.0
buf_6	2	22.5
dfxtp_1	2	40.0
ha_1	2	25.0
nor2b_1	2	12.5
nor2b_2	2	17.5
o31ai_1	2	15.0
a211oi_1	1	7.51
a21o_2	1	8.76
a21oi_1	1	5.00
a31oi_1	1	6.26
a32oi_1	1	8.76
a41oi_1	1	8.76
and4_1	1	8.76
buf_4	1	7.51
dfstp_2	1	26.3
inv_2	1	3.75
nand4_1	1	6.26
nand4b_1	1	8.76
nor2b_4	1	13.8
nor3b_2	1	12.5
o2111ai_1	1	8.76
o21ai_1	1	5.00
o22ai_1	1	6.26
o2bb2ai_1	1	8.76
o311a_1	1	10.0
or4_1	1	7.51
xor2_1	1	8.76
[worst paths after layout]
kind,start,end,slack [ns]
min in group clk0,Mega_cnt[0],Mega_cnt[0],0.44
max in group asynchronous,rst,Mega_cnt[2],0.66
worst min register to register,Mega_cnt[0],Mega_cnt[0],0.44
worst min-delay path,rst,Mega_cnt[4],0.24
worst max-delay path,row[3],valid,0.06
worst max register to register,Mega_cnt[0],Mega_cnt[4],0.19
[final cells by class]
class	count	area (um2)	area share [%]
clock buffer	4	45.0	2.91
inverter	9	33.8	2.19
tap	102	128	8.26
sequential	26	682	44.1
timing repair buffer	22	203	13.1
multi-input combinational	66	454	29.4
[kinds of logic after synthesis]
kind of cell / count (synthesis)
compound gates: 20
xor+xnor: 6
fa+ha+maj: 2
buf+inv: 12
flops: 26
simple gates: 38
[metal layers]
metal	wire [um]	track usage, %	vias to the layer above
met5	0	0	-
met4	0	0.186	0
met3	118	0.764	0
met2	1130	6.86	20
met1	961	4.91	404
li1	-	-	422
[what timing repair did]
item,4_1_cts,5_1_grt
pin swaps,2,2
gates resized,15,0
buffers inserted,1,0
hold buffers,0,0
setup endpoints to repair,1,1
Power is estimated from default activity; no workload was simulated.
